File: flow/run.sh
#!/bin/bash
# OpenROAD 26Q1-2900-gdf79404cd8, Yosys 0.63+post, stock flow scripts
make -C /OpenROAD-flow-scripts/flow DESIGN_CONFIG=/design/flow/config.mk WORK_HOME=/design/flow/orfs finish
File: flow/config.mk
export PLATFORM = sky130hd
export DESIGN_NAME = counter
export DESIGN_NICKNAME = counter
export VERILOG_FILES = /design/flow/design.v
export SDC_FILE = /design/flow/constraint.sdc
export NUM_CORES = 4
export LEC_CHECK = 1
export CORE_UTILIZATION = 30
File: flow/constraint.sdc
current_design counter

set clk_period 9.3
set clk_io_pct 0.2

create_clock -name clk0 -period $clk_period [get_ports {clk}]

set non_clock_inputs [all_inputs -no_clocks]
set_input_delay [expr $clk_period * $clk_io_pct] -clock clk0 $non_clock_inputs
set_output_delay [expr $clk_period * $clk_io_pct] -clock clk0 [all_outputs]
File: flow/design.v
`timescale 1ns / 1ps
module counter (
	input clk, rst,
	output reg [3:0] ctrl, output reg [7:0] segment
);
integer i, j;        
reg clkdiv, clkdiv2; 
reg [2:0] flag; 
reg [3:0] first;     
reg [3:0] second;    
reg [3:0] third;     
reg [3:0] fourth;    
initial begin
	i = 0;
	j = 0;
	first = 4'b0000;
	second = 4'b0000;
	third = 4'b000;
	fourth = 4'b000;
	clkdiv = 1'b0;
	clkdiv2 = 1'b0;
	flag = 1'b0;
end
always @(posedge clk) begin   
	i = i+1; j = j+1;
	if (i == 1000) begin  
		clkdiv = ~clkdiv;
		i = 0;
	end
	if (j == 1) begin     
		clkdiv2 = ~clkdiv2;
		j = 0;
	end
end
always @(posedge clkdiv) begin   
	if (rst == 1'b1) begin
		first = 4'b0000;
		second = 4'b0000;
		third = 4'b000;
		fourth = 4'b000;
	end
	else begin
		first = first+1;
		if (first == 4'd10) begin
			first = 4'd0;
			second = second+1; 
		end
		if (second == 4'd10) begin
			second = 4'd0;
			third = third+1;
		end
		if (third == 4'd10) begin
			third = 4'd0;
			fourth = fourth+1;
		end
	end
end
always@(posedge clkdiv2) begin
	if (flag == 2'b00) begin
		ctrl = 4'b0111;      
		case (first)
			4'd0:segment=8'b11111100;
			4'd1:segment=8'b01100000;
			4'd2:segment=8'b11011010;  
			4'd3:segment=8'b11110010; 
			4'd4:segment=8'b01100110; 
			4'd5:segment=8'b10110110; 
			4'd6:segment=8'b10111110; 
			4'd7:segment=8'b11100000; 
			4'd8:segment=8'b11111110; 
			4'd9:segment=8'b11110110;  
		endcase
		flag = 2'b01;
	end
	else if (flag == 2'b01) begin
		ctrl = 4'b1011;
		case (second)
			4'd0:segment=8'b11111100;
			4'd1:segment=8'b01100000; 
			4'd2:segment=8'b11011010;  
			4'd3:segment=8'b11110010; 
			4'd4:segment=8'b01100110; 
			4'd5:segment=8'b10110110; 
			4'd6:segment=8'b10111110; 
			4'd7:segment=8'b11100000; 
			4'd8:segment=8'b11111110; 
			4'd9:segment=8'b11110110;         
		endcase
		flag = 2'b10;
	end
	else if (flag == 2'b10) begin
		ctrl = 4'b1101;
		case (third)
			4'd0:segment=8'b11111100;
			4'd1:segment=8'b01100000; 
			4'd2:segment=8'b11011010;  
			4'd3:segment=8'b11110010; 
			4'd4:segment=8'b01100110; 
			4'd5:segment=8'b10110110; 
			4'd6:segment=8'b10111110; 
			4'd7:segment=8'b11100000; 
			4'd8:segment=8'b11111110; 
			4'd9:segment=8'b11110110;         
		endcase
		flag = 2'b11;
	end
	else begin
		ctrl = 4'b1110;
		case (fourth)
			4'd0:segment=8'b11111100;
			4'd1:segment=8'b01100000; 
			4'd2:segment=8'b11011010;  
			4'd3:segment=8'b11110010; 
			4'd4:segment=8'b01100110; 
			4'd5:segment=8'b10110110; 
			4'd6:segment=8'b10111110; 
			4'd7:segment=8'b11100000; 
			4'd8:segment=8'b11111110; 
			4'd9:segment=8'b11110110;         
		endcase
		flag = 2'b00;
	end
end
endmodule
==> results.md <==
| Item | Reported | Unit |
|:---|:---|:---|
| Result of the run | completed | - |
| Post-synthesis compound-gate area fraction | 14.8 | % |
| Class of the tightest hold or removal check | reg -> reg | - |
| DR vias/cell | 5.10 | - |
| Drt total wl | 12100 | µm |
| Post-synth top flop | sky130_fd_sc_hd__dfxtp_1 | - |
| Beginning of the worst register-to-register path | j[0]$_SDFF_PN0_ | - |
| Fraction of synthesis flops using an asynchronous set or reset pin | 0 | % |
| OpenROAD warnings | 41 | - |
| Final antenna diode count | 0 | - |
| Total negative slack for setup checks | 0 | ns |
| Hold Crit Start | i[16]$_SDFF_PN0_ | - |
| XOR/XNOR Area Share | 10.7 | % |
| Logic gate share of total power | 0.4 | % |
| Portion of synthesized cell area occupied by the leading cell type | 29.3 | % |
| Slack of the critical path | 6.14 | ns |
| Post-synthesis share of cell area spent on and, or, nand and nor gates | 28.9 | % |
| Clk pwr share | 57.3 | % |
| Number of global-route vias before repair | 4586 | - |
| Cell area leaders | sky130_fd_sc_hd__dfxtp_1, sky130_fd_sc_hd__xnor2_1, sky130_fd_sc_hd__ha_1 | - |
| Setup Viol. Count Final | 0 | - |
| Drt drc | 0 | - |
| Worst setup slack before clock tree synthesis | 6.20 | ns |
| Routed via count | 4996 | - |
| Setup repair after global routing missed its margin | false | - |
| Die footprint | 20100 | µm² |
| Fillers | 1953 | - |
| Root buffer selected by CTS | sky130_fd_sc_hd__clkbuf_16 | - |
| Overall overflow remaining after global route | 0 | - |
| Post-synth top cells | sky130_fd_sc_hd__dfxtp_1, sky130_fd_sc_hd__nor2_1, sky130_fd_sc_hd__nand2_1 | - |
| Area of the multi-input gates | 3580 | µm² |
| Data arrival, critical path | 3.16 | ns |
| Share of layout cells above drive strength 1 | 5.70 | % |
| R2r endpoint | clkdiv2$_DFFE_PN_ | - |
| Initial antenna violation count | 0 | - |
| Maximum VDD drop | 83.1 | µV |
| CTS-repair resized insts | 0 | - |
| Number of cell instances on the worst register-to-register path | 8 | - |
| Fa+ha+maj area frac | 4.90 | % |
| Headroom to the max-slew limit | 50.8 | % |
| Sequential area share after synthesis | 33.9 | % |
| Worst-path maximum fanout | 7 | - |
| Length of the first detailed-routing pass in iterations | 5 | - |
| Post-CTS Setup Repair Bufs | 0 | - |
| Mean post-synth cell area | 8.08 | µm² |
| Highest achievable clock rate | 316 | MHz |
| Worst hold margin | 0.481 | ns |
| Internal power of the cells | 549 | µW |
| Net switching power | 122 | µW |
| Count of yosys warnings during synthesis | 1 | - |
| Switching Fraction | 18.2 | % |
| Startpoint types | flip-flop | - |
| Register pins left without a clock | 29 | - |
| Hold Path Cell Cnt | 1 | - |
| Register clock-pin slew on the reported worst setup and hold paths | 0.05 | ns |
| Top logic cell family in the synthesized netlist | simple AND/OR/NAND/NOR gates | - |
| Number of buffers added on ports | 12 | - |
| Clock latency of the later-clocked register in the worst-skew pair | 0.33 | ns |
| EDFF count, synth | 9 | - |
| Total design power | 671 | µW |
| Registers, synthesis | 95 | - |
| Kind of critical path | reg -> reg | - |
| Multiplexer share of the synthesized area | 1.64 | % |
| Synthesized chip area reported by yosys | 5870 | µm² |
| CTS H-tree lvls | 3 | - |
| Most popular library cell in the synthesized design by count | sky130_fd_sc_hd__dfxtp_1 | - |
| Total standard cell area after synthesis | 5870 | µm² |
| Largest buffer count on any clock path | 2 | - |
| Worst-case clock skew | 0.00326 | ns |
| Core Area | 19000 | µm² |
| I/O Pins | 14 | - |
| Pleak | 0.00227 | µW |
| Total routing resource utilization after global routing | 12.6 | % |
| Biggest area consumer among synthesized cells | sky130_fd_sc_hd__dfxtp_1 | - |
| Routability congestion estimate from global placement | 0.858 | - |
| Max-cap violations | 0 | - |
| Final Hold Viols | 0 | - |
| Reg area | 1990 | µm² |
| First DRT Iteration DRCs | 325 | - |
| TritonCTS clock tree | built | - |
| Die W | 142 | µm |
| Count of final max-slew check failures | 0 | - |
| Cell row count | 50 | - |
| Pre-placement core utilization | 31.0 | % |
| Count of endpoints without a timing constraint | 47 | - |
| Num CTS Buffers | 9 | - |
| Half-perimeter wire length of the detailed placement result | 8950 | µm |
| Pwr Density | 103 | nW/µm² |
| Crit path time final | 3.16 | ns |
| Category of the worst setup path capture point | flip-flop | - |
| Antenna viol nets, final | 0 | - |
| Number of distinct library cell variants in the gate-level netlist after synthesis | 69 | - |
| Post-route core utilization | 34.4 | % |
| Area grow syn2layout | 11.2 | % |
| Largest net degree at the start of global routing | 20 | - |
| Pin slew with the least headroom to its limit | 0.735 | ns |
| Global-route wire length before repair | 21100 | µm |
| Hold_buf cts | 0 | - |
| Sequential group share of total power | 42.3 | % |
| Worst path required time | 9.30 | ns |
| Endpoint of the worst hold path | i[16]$_SDFF_PN0_ | - |
| Routed wirelength normalized by instance count | 12.3 | µm |
| Final cycle utilization of the critical path | 34.0 | % |
| Vertical die size | 142 | µm |
| Register-to-register setup slack | 6.14 | ns |
| Number of cell instances after yosys synthesis | 726 | - |
| Cell count after synthesis | 726 | - |
## worst max-delay path: stages (launching register included)
cell and delay [ns]:
sky130_fd_sc_hd__dfxtp_1 0.40, sky130_fd_sc_hd__ha_1 0.27, sky130_fd_sc_hd__nand4_1 0.33, sky130_fd_sc_hd__nor4_1 0.61, sky130_fd_sc_hd__nand4_1 0.18, sky130_fd_sc_hd__xnor2_1 0.18
sky130_fd_sc_hd__nand2b_1 0.15, sky130_fd_sc_hd__or4_1 0.40, sky130_fd_sc_hd__nor4_1 0.30
## layout by cell type (no fill, tap or decap), types with 18 or more instances in the layout
| cell | instances |
|---|---|
| sky130_fd_sc_hd__xor2_1 | 28 |
| sky130_fd_sc_hd__nand2_1 | 57 |
| sky130_fd_sc_hd__o21ai_0 | 30 |
| sky130_fd_sc_hd__a21oi_1 | 27 |
| sky130_fd_sc_hd__nor2_1 | 67 |
| sky130_fd_sc_hd__nand4_1 | 20 |
| sky130_fd_sc_hd__dfxtp_1 | 86 |
| sky130_fd_sc_hd__nand3_1 | 38 |
| sky130_fd_sc_hd__inv_1 | 40 |
| sky130_fd_sc_hd__nor3_1 | 32 |
| sky130_fd_sc_hd__nor4_1 | 18 |
| sky130_fd_sc_hd__xnor2_1 | 44 |
| sky130_fd_sc_hd__ha_1 | 23 |
## stage by stage
step	instances	instance area, µm²
CTS	979	6520
finish	979	6520
global placement	963	6180
global route	979	6520
detailed placement	963	6180
floorplan	726	5870
## power groups by stage
stage                 registers [µW]  clock network, µW  logic, µW
after CTS                        284                394       2.52
after global routing             284                405       2.77
final                            284                385       2.38
## flip-flops by register name (all words and copies together), names as in the netlist
signal   count
clkdiv       1
clkdiv2      1
ctrl         4
first        4
flag         2
fourth       4
i           32
j           32
second       4
segment      7
third        4
## per-layer routing
| metal | up-vias | track usage, % | share of wire, % |
|---|---|---|---|
| met2 | 95 | 20.4 | 46 |
| met5 | - | 0 | 0 |
| li1 | 2580 | - | - |
| met3 | 18 | 0.859 | 2.5 |
| met1 | 2303 | 18.8 | 50 |
| met4 | 0 | 2.49 | 1.7 |
## cell families (layout without fill, tap and decap cells)
family,after synthesis,in the layout
AND-OR/OR-AND,131,131
XOR/XNOR,72,72
adder cells (fa/ha/maj),23,23
buffers and inverters,76,69
flip-flops,95,95
multiplexers,9,9
other,1,1
AND/OR/NAND/NOR,319,319
## how the worst max path moves through the flow
stage / from / endpoint / slack (ns) / cells past startpoint
final: j[0]$_SDFF_PN0_ / clkdiv2$_DFFE_PN_ / 6.14 / 8
after CTS: j[0]$_SDFF_PN0_ / clkdiv2$_DFFE_PN_ / 6.19 / 8
after global routing: j[0]$_SDFF_PN0_ / clkdiv2$_DFFE_PN_ / 5.93 / 8
## area by class of cell
class | instances | share of cell area, %
Sequential cell | 95 | 30.5
Clock inverter | 4 | 1.07
Clock buffer | 12 | 4.26
Tap cell | 260 | 4.99
Multi-Input combinational cell | 555 | 54.9
Inverter | 40 | 2.30
Timing Repair Buffer | 13 | 1.96
Power is estimated from default activity; no workload was simulated.
